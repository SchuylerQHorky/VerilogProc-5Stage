==> /design/flow/design.v <==
module carryselectadder64bit(a, b, cin, sum, cout, overflow);
input [63:0] a,b;
input cin;
output [63:0] sum;
output cout, overflow;
wire [14:0] c;
ripplecarry4bit rca1(
.a(a[3:0]),
.b(b[3:0]),
.cin(cin),
.sum(sum[3:0]),
.cout(c[0]));
carryselect4bit cs1(
.a(a[7:4]),
.b(b[7:4]),
.cin(c[0]),
.sum(sum[7:4]),
.cout(c[1]));
carryselect4bit cs2(
.a(a[11:8]),
.b(b[11:8]),
.cin(c[1]),
.sum(sum[11:8]), 
.cout(c[2]));
carryselect4bit cs3(
.a(a[15:12]),
.b(b[15:12]),
.cin(c[2]),
.sum(sum[15:12]),
.cout(c[3])); 
carryselect4bit cs4(
.a(a[19:16]),
.b(b[19:16]),
.cin(c[3]),
.sum(sum[19:16]), 
.cout(c[4]));
carryselect4bit cs5(
.a(a[23:20]),
.b(b[23:20]),
.cin(c[4]),
.sum(sum[23:20]), 
.cout(c[5]));
carryselect4bit cs6(
.a(a[27:24]),
.b(b[27:24]),
.cin(c[5]),
.sum(sum[27:24]), 
.cout(c[6]));
carryselect4bit cs7(
.a(a[31:28]),
.b(b[31:28]),
.cin(c[6]),
.sum(sum[31:28]), 
.cout(c[7]));
carryselect4bit cs8(
.a(a[35:32]),
.b(b[35:32]),
.cin(c[7]),
.sum(sum[35:32]), 
.cout(c[8]));
carryselect4bit cs9(
.a(a[39:36]),
.b(b[39:36]),
.cin(c[8]),
.sum(sum[39:36]), 
.cout(c[9]));
carryselect4bit cs10(
.a(a[43:40]),
.b(b[43:40]),
.cin(c[9]),
.sum(sum[43:40]), 
.cout(c[10]));
carryselect4bit cs11(
.a(a[47:44]),
.b(b[47:44]),
.cin(c[10]),
.sum(sum[47:44]), 
.cout(c[11]));
carryselect4bit cs12(
.a(a[51:48]),
.b(b[51:48]),
.cin(c[11]),
.sum(sum[51:48]), 
.cout(c[12]));
carryselect4bit cs13(
.a(a[55:52]),
.b(b[55:52]),
.cin(c[12]),
.sum(sum[55:52]), 
.cout(c[13]));
carryselect4bit cs14(
.a(a[59:56]),
.b(b[59:56]),
.cin(c[13]),
.sum(sum[59:56]), 
.cout(c[14]));
carryselect4bitFinal cs15(
.a(a[63:60]),
.b(b[63:60]),
.cin(c[14]),
.sum(sum[63:60]), 
.cout(cout),
.overflow(overflow));
endmodule
module carryselect4bit(a, b, cin, sum, cout);
input [3:0] a,b;
input cin;
output [3:0] sum;
output cout;
wire [3:0] s0,s1;
wire c0,c1;
ripplecarry4bit rca1(
.a(a[3:0]),
.b(b[3:0]),
.cin(1'b0),
.sum(s0[3:0]),
.cout(c0));
ripplecarry4bit rca2(
.a(a[3:0]),
.b(b[3:0]),
.cin(1'b1),
.sum(s1[3:0]),
.cout(c1));
mux2X1 #(4) ms0(
.in0(s0[3:0]),
.in1(s1[3:0]),
.sel(cin),
.out(sum[3:0]));
mux2X1 #(1) mc0(
.in0(c0),
.in1(c1),
.sel(cin),
.out(cout));
endmodule
module carryselect4bitFinal(a, b, cin, sum, cout, overflow);
input [3:0] a,b;
input cin;
output [3:0] sum;
output cout, overflow;
wire test1a, test1b, test2a, test2b, test3a, test3b;
wire [3:0] s0,s1;
wire c0,c1,overflow0,overflow1;
ripplecarry4bitFinal rca1(
.a(a[3:0]),
.b(b[3:0]),
.cin(1'b0),
.sum(s0[3:0]),
.cout(c0),
.overflow(overflow0));
ripplecarry4bitFinal rca2(
.a(a[3:0]),
.b(b[3:0]),
.cin(1'b1),
.sum(s1[3:0]),
.cout(c1),
.overflow(overflow1));
mux2X1 #(4) ms0(
.in0(s0[3:0]),
.in1(s1[3:0]),
.sel(cin),
.out(sum[3:0]));
mux2X1 #(1) mc0(
.in0(c0),
.in1(c1),
.sel(cin),
.out(cout));
mux2X1 #(1) mo0(
.in0(overflow0),
.in1(overflow1),
.sel(cin),
.out(overflow));
endmodule
module ripplecarry4bit(a, b, cin, sum, cout);
input [3:0] a,b;
input cin;
output [3:0] sum;
output cout;
wire c1,c2,c3;
full_adder fa0(
.a(a[0]),
.b(b[0]),
.cin(cin),
.sum(sum[0]),
.cout(c1));
full_adder fa1(
.a(a[1]),
.b(b[1]),
.cin(c1),
.sum(sum[1]),
.cout(c2));
full_adder fa2(
.a(a[2]),
.b(b[2]),
.cin(c2),
.sum(sum[2]),
.cout(c3));
full_adder fa3(
.a(a[3]),
.b(b[3]),
.cin(c3),
.sum(sum[3]),
.cout(cout));
endmodule
module ripplecarry4bitFinal(a, b, cin, sum, cout, overflow);
input [3:0] a,b;
input cin;
output [3:0] sum;
output cout;
wire outTemp;
assign cout = outTemp;
output overflow;
wire c1,c2,c3;
assign overflow = c3 ^ outTemp;
full_adder fa0(
.a(a[0]),
.b(b[0]),
.cin(cin),
.sum(sum[0]),
.cout(c1));
full_adder fa1(
.a(a[1]),
.b(b[1]),
.cin(c1),
.sum(sum[1]),
.cout(c2));
full_adder fa2(
.a(a[2]),
.b(b[2]),
.cin(c2),
.sum(sum[2]),
.cout(c3));
full_adder fa3(
.a(a[3]),
.b(b[3]),
.cin(c3),
.sum(sum[3]),
.cout(outTemp));
endmodule
module full_adder(a,b,cin,sum, cout);
input a,b,cin;
output sum, cout;
wire x,y,z;
half_adder h1(.a(a), .b(b), .sum(x), .cout(y));
half_adder h2(.a(x), .b(cin), .sum(sum), .cout(z));
or or_1(cout,z,y);
endmodule
module half_adder( a,b, sum, cout );
input a,b;
output sum, cout;
xor xor_1 (sum,a,b);
and and_1 (cout,a,b);
endmodule
 module mux_2_64bit(OUT, SEL, IN0, IN1);
 output  [63:0] OUT;
 input   [63:0] IN0, IN1; 
 input SEL;
 wire [63:0] sign, signBar;
 wire [63:0] aOut;
 wire [63:0] bOut;
 assign sign[63:0] = { {63{SEL}}, SEL };
 assign signBar = ~sign;
 assign aOut = IN0 & signBar;
 assign bOut = IN1 & sign;
 assign OUT = aOut | bOut;
 endmodule
 module mux_8_64bit(OUT, SEL, IN0, IN1, IN2, IN3, IN4, IN5, IN6, IN7);
	output  [63:0] OUT;
	input   [63:0] IN0, IN1, IN2, IN3, IN4, IN5, IN6, IN7;
	input [2:0] SEL;
	wire [63:0] outStage1 [0:3];
	wire [63:0] outStage2 [0:1];
	mux_2_64bit mux0(outStage1[0], SEL[0], IN0, IN1);
	mux_2_64bit mux1(outStage1[1], SEL[0], IN2, IN3);
	mux_2_64bit mux2(outStage1[2], SEL[0], IN4, IN5);
	mux_2_64bit mux3(outStage1[3], SEL[0], IN6, IN7);
	mux_2_64bit mux4(outStage2[0], SEL[1], outStage1[0], outStage1[1]);
	mux_2_64bit mux5(outStage2[1], SEL[1], outStage1[2], outStage1[3]);
	mux_2_64bit mux7(OUT, SEL[2], outStage2[0], outStage2[1]);
 endmodule
module alu( A, B, cntrl, ALU_src, Immediate, ALU_Imm12, result, negative, zero, overflow, carry_out);
	input wire signed [63:0] A;
	input wire signed [63:0] B; 
	wire [5:0] SHAMT;
	input wire [2:0] cntrl;
	input wire [11:0] ALU_Imm12;
	input wire ALU_src, Immediate;
	output signed [63:0] result;
	output negative;
	output zero;
	output overflow;
	output carry_out;
	wire [63:0] ADD; 
	wire [63:0] AND; 
	wire [63:0] OR;  
	wire [63:0] XOR; 
	wire [63:0] LSL; 
	wire [63:0] LSR; 
	wire [63:0] MUL; 
	parameter ALU_LSR=0, ALU_MUL=1, ALU_ADD=2, ALU_SUBTRACT=3, ALU_AND=4, ALU_OR=5, ALU_XOR=6, ALU_LSL=7;
	wire SubMode; 
	assign SubMode = (cntrl == ALU_SUBTRACT);
	wire [63:0] sum, BPrime, SubModePrime;  
	assign SubModePrime = {{63{SubMode}}, SubMode};
	assign BPrime = B ^ SubModePrime;
	wire [63:0] DAddr9Extend;
	wire [63:0] ALU_Imm12Ext;
	wire [63:0] Bfinal;
	wire [63:0] muxOut;
	wire [8:0] DAddr9;
	assign SHAMT  = ALU_Imm12[5:0];
	assign DAddr9 = ALU_Imm12[10:2];
	assign ALU_Imm12Ext = {{52{ALU_Imm12[11]}}, ALU_Imm12};
	assign DAddr9Extend = {{55{DAddr9[8]}}, DAddr9};
	mux2X1 #(64) ms0(
		.in0(DAddr9Extend),
		.in1(ALU_Imm12Ext),
		.sel(Immediate),
		.out(muxOut));
	mux2X1 #(64) ms1(
		.in0(BPrime),
		.in1(muxOut),
		.sel(ALU_src),
		.out(Bfinal));
	wire direction;
	assign direction = ~cntrl[2];
	wire doSigned;
	assign doSigned = 1'b0;
	wire [63:0] MUL_UNUSED;
	assign zero = ~|result[63:0];
	assign negative = result[63];
	carryselectadder64bit slice0(.a(A), .b(Bfinal), .cin(SubMode), .sum(ADD), .cout(carry_out), .overflow(overflow));
	wire [63:0] muxBus [0:7];
	assign muxBus[0] = A >> SHAMT;  
	assign muxBus[1] = A * B;  
	assign muxBus[2] = ADD;  
	assign muxBus[3] = ADD; 
	assign muxBus[4] = A & B;
	assign muxBus[5] = A | B;		
	assign muxBus[6] = A ^ B;
	assign muxBus[7] = A << SHAMT;
	mux_8_64bit ALUmux (.OUT(result), .SEL(cntrl), .IN0(muxBus[0]),
						.IN1(muxBus[1]), .IN2(muxBus[2]), .IN3(muxBus[3]),
						.IN4(muxBus[4]), .IN5(muxBus[5]), .IN6(muxBus[6]),
						.IN7(muxBus[7]));
wire [63:0] B_bar;
assign B_bar = ~B + 1;
	always @(*) begin
		if(cntrl == 2) begin
		end
		if(cntrl == 3) begin
		end 
	end
endmodule
module mux2X1( in0,in1,sel,out);
parameter width=16; 
input [width-1:0] in0,in1;
input sel;
output [width-1:0] out;
assign out=(sel)?in1:in0;
endmodule
module mux4X1( in0,in1,in2,in3,sel,out);
	parameter width=16; 
	input [width-1:0] in0,in1,in2,in3;
	input [1:0] sel;
	output [width-1:0] out;
	wire [width-1:0 ]muxOut0,muxOut1;
		mux2X1 #(width) mo0(
			.in0(in0),
			.in1(in1),
			.sel(sel[0]),
			.out(muxOut0));
		mux2X1 #(width) mo1(
			.in0(in2),
			.in1(in3),
			.sel(sel[0]),
			.out(muxOut1));
		mux2X1 #(width) mo2(
			.in0(muxOut0),
			.in1(muxOut1),
			.sel(sel[1]),
			.out(out));	
endmodule
==> /design/flow/run.sh <==
#!/bin/bash
# OpenROAD 26Q1-2900-gdf79404cd8, Yosys 0.63+post, stock flow scripts
make -C /OpenROAD-flow-scripts/flow DESIGN_CONFIG=/design/flow/config.mk WORK_HOME=/design/flow/orfs finish
==> /design/flow/config.mk <==
export PLATFORM = sky130hd
export DESIGN_NAME = alu
export DESIGN_NICKNAME = alu
export VERILOG_FILES = /design/flow/design.v
export SDC_FILE = /design/flow/constraint.sdc
export NUM_CORES = 4
export LEC_CHECK = 1
export CORE_UTILIZATION = 50
==> /design/flow/constraint.sdc <==
current_design alu

set clk_period 42.0
set clk_io_pct 0.2

create_clock -name clk0 -period $clk_period

set non_clock_inputs [all_inputs -no_clocks]
set_input_delay [expr $clk_period * $clk_io_pct] -clock clk0 $non_clock_inputs
set_output_delay [expr $clk_period * $clk_io_pct] -clock clk0 [all_outputs]
==> CHANGELOG.md <==
### Physical design

- Sequential-to-total area share from yosys stat: 0%
- CP bufs+invs: 3
- Mean Syn Cell Area: 8.374 um^2
- Crit path time final: 41.03 ns
- Cells after Synth: 9,396
- Initial drt markers: 7,042
- Cell Pwr Density: 615.1 nW/um^2
- Antenna-violating nets left: 0
- Int Power: 0.01647 W
- # IOs: 213
- Switching share of power: 68.04%
- First-pass GRT wire length: 627.5 mm
- Share of cells above drive strength 1: 7.809%
- Standby leakage power: 42.12 nW
- Cell taking the most area after synthesis: fa_1
- Main area contributors: fa_1 48%, inv_1 9.2%, ha_1 8.5%
- Core box area: 156,200 um^2
- Status: finished clean
- Final Hold Viols: 0
- Worst Setup End Kind: output port
- Tool warnings: 116
- Final worst slack: 0.9727 ns
- Post-route DRC violation count: 0
- Layout area overhead: 6.507%
- Wirelength per Cell: 39.81 um
- Area leader share: 47.80%
- Floorplan Utilization: 50.37%
- Critical path class: primary input to output port
- Max Cap Viol: 0
- Congestion Overflow GR: 0
- Die W: 398.7 um
- Final Max Slew Viols: 0
- Flop area: 0 um^2
- Chip height: 398.7 um
- Sum Neg Setup Slack: 0 ns
- Cell mode on critical path: fa_2
- Clock buffers: 0
- Worst-Margin Slew: 1.420 ns
- Via count: 74,803
- Initial DRT Pass Iterations: 9
- CP required: 33.60 ns
- Worst setup SP type: primary input
- Worst-path fanout max: 3
- Relative slew slack: 4.744%
- Tot GR Track Use: 63.26%
- Final setup viols: 0
- Setup Slack @ Placement: -0.7381 ns
- Period utilisation layout: 97.68%
- CP max stage cell: clkdlybuf4s50_1
- RSZ-0062 raised after global routing: false
- CTS hold repair buffers: 0
- Max IR drop VDD: 0.002875 V
- # rows: 145
- Port bufs: 213
- Largest net degree at the start of global routing: 103
- Count of warnings emitted by yosys: 2
- Max incr delay on CP: 0.52 ns
- Die area: 159,000 um^2
- Max frequency: 24.37 MHz
- Layout fillers: 13,892
- Vias in the first global route: 78,658
- Flops: 0
- YS chip area: 78,690 um^2
- Family with the most delay on the worst path: adder cells
- Ys cells: 9,396
- Cell area after synthesis: 78,690 um^2
- Post-DR vias/cell: 6.509
- Hold/Removal Path Class: primary input to output port
- CP Data Arrival Time: 32.63 ns
- DP HPWL: 358.1 mm
- Final wirelength: 457.6 mm
- GP Congestion: 1.205
- Psw: 0.03507 W
- Initial antenna violation count: 62
- Netlist cell types: 98
metrics by stage:
| step | cells | util (%) | hold WS [ns] | area [um^2] | power [W] |
|---|---|---|---|---|---|
| floorplan | 9396 | - | 16.99 | 78730 | 0.02776 |
| detailed placement | 11431 | 53.49 | 18.00 | 83550 | 0.04964 |
| CTS | 11432 | 53.53 | 18.01 | 83610 | 0.04995 |
| finish | 11493 | 53.65 | 18.00 | 83810 | 0.05155 |
| global placement | 11431 | 53.49 | 17.99 | 83550 | 0.04966 |
| global route | 11451 | 53.58 | 18.02 | 83700 | 0.05348 |
tightest hold or removal path: cells and delay by family:
kind	cells	cell delay, ns
AOI/OAI and AO/OA	2	0.28
buffers and inverters	2	0.62
adders and majority gates	1	0.21
and+or+nand+nor	1	0.08
cell families (layout without fill, tap and decap cells):
logic type                 Yosys count  in the layout  synth area share (%)
AOI/OAI and AO/OA                  872            872                 7.314
xor gates and xnor gates           239            239                 2.660
adders and majority gates         2411           2411                 56.26
buffers and inverters             2619           2597                 12.96
muxes                              303            303                 5.887
other                                0             61                     0
and+or+nand+nor                   2952           2952                 14.91
area by class of cell:
class                           count  area (um^2)  share of cell area (%)
Antenna cell                       61        152.6                  0.1821
Tap cell                         2058         2575                   3.073
Inverter                         1966         7385                   8.811
Multi-Input combinational cell   6777        68650                   81.91
Timing Repair Buffer              631         5045                   6.020
layout by cell type (no fill, tap or decap), types with 20 or more instances in the layout:
master / synthesis / layout
a22oi_1: 20 / 20
buf_4: 43 / 418
fa_2: 0 / 32
clkinv_1: 34 / 32
buf_2: 34 / 56
a211oi_1: 34 / 34
ha_1: 532 / 532
nor3_1: 46 / 45
o22ai_1: 50 / 49
clkdlybuf4s50_1: 0 / 150
nor2_1: 1027 / 1025
nand4_1: 24 / 24
mux2_2: 42 / 42
o21a_1: 29 / 29
a21o_1: 32 / 32
inv_1: 1924 / 1919
nand2_1: 1663 / 1663
fa_1: 1879 / 1847
o21ai_0: 169 / 168
nand2b_1: 24 / 24
xnor2_1: 197 / 196
nand3_1: 46 / 46
diode_2: 0 / 61
xor2_1: 42 / 42
a221oi_1: 33 / 33
o221ai_1: 35 / 35
mux4_2: 112 / 112
mux2i_1: 137 / 137
o211ai_1: 41 / 41
nor2b_1: 20 / 20
a21oi_1: 245 / 242
layer usage:
metal  GRT usage [%]  part of all wire, %  up-vias
met4           55.62                   12       69
met5           14.32                 0.50        -
met2           77.40                   38     7046
li1                -                    -    28369
met1           68.16                   30    36812
met3           49.71                   19     2507
final timing paths:
| check | from | endpoint | depth (start not counted) |
|---|---|---|---|
| worst min-delay path | A[1] | result[1] | 6 |
| worst max-delay path | B[0] | zero | 90 |
what timing repair did:
action / in CTS / in global routing
pin swaps: 3 / 4
setup endpoints to repair: 3 / 5
setup buffers: 1 / 0
gates resized: 17 / 16
Yosys cell counts (46+ instances only):
cell type and n:
inv_1 1924, fa_1 1879, nand2_1 1663, nor2_1 1027, ha_1 532, clkbuf_1 442
a21oi_1 245, xnor2_1 197, o21ai_0 169, mux2i_1 137, buf_1 119, mux4_2 112
o22ai_1 50, nand3_1 46, nor3_1 46
No activity file was given, so power comes from the tool's default toggle rates.
