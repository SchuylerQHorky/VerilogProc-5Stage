## flow/config.mk

```make
export PLATFORM = sky130hd
export DESIGN_NAME = shifter
export DESIGN_NICKNAME = shifter
export VERILOG_FILES = /design/flow/design.v
export SDC_FILE = /design/flow/constraint.sdc
export NUM_CORES = 4
export LEC_CHECK = 1
export CORE_UTILIZATION = 30
```

## flow/constraint.sdc

```tcl
current_design shifter

set clk_period 8.4
set clk_io_pct 0.2

create_clock -name clk0 -period $clk_period

set non_clock_inputs [all_inputs -no_clocks]
set_input_delay [expr $clk_period * $clk_io_pct] -clock clk0 $non_clock_inputs
set_output_delay [expr $clk_period * $clk_io_pct] -clock clk0 [all_outputs]
```

## flow/design.v

```verilog
module mult (
	input logic		[63:0]	A, B,
	input logic					doSigned,				 
	output logic	[63:0]	mult_low, mult_high 
	);
	logic signed	[63:0]	signedA, signedB;
	logic signed	[127:0]	signedResult;
	logic				[127:0]	unsignedResult;
	always_comb begin
		signedA = A;
		signedB = B;
		signedResult = signedA * signedB;
	end
	always_comb
		unsignedResult = A * B;
	always_comb
		if (doSigned)
			{mult_high, mult_low} = signedResult;
		else
			{mult_high, mult_low} = unsignedResult;
endmodule
module shifter(
	input logic		[63:0]	value,
	input logic					direction,  
	input	logic		[5:0]		distance,
	output logic	[63:0]	result
	);
	always_comb begin
		if (direction == 0)
			result = value << distance;
		else
			result = value >> distance;
	end
endmodule
module shifter_testbench();
	logic	[63:0]	value;
	logic				direction;
	logic [5:0]		distance;
	logic [63:0]	result;
	shifter dut (.value, .direction, .distance, .result);
	integer i, dir;
	initial begin
		value = 64'hDEADBEEFDECAFBAD;
		for(dir=0; dir<2; dir++) begin
			direction <= dir[0];
			for(i=0; i<64; i++) begin
				distance <= i; #10;
			end
		end
	end
endmodule
module mult_testbench();
	logic [63:0]	A, B;
	logic				doSigned;
	logic	[63:0]	mult_low, mult_high;
	logic	[127:0]	fullVal;
	mult dut (.A, .B, .doSigned, .mult_low, .mult_high);
	assign fullVal = {mult_high, mult_low};
	integer i;
	initial begin
		for(i=0; i<2; i++) begin
			doSigned <= i[0];
			A <=  0; B <=  0; #10;
			A <=  1; B <=  2; #10;
			A <= -1; B <=  1; #10;
			A <= -1; B <= -1; #10;
			A <= 5<<35; B <= 6<<35; #10;
		end
	end
endmodule
```

## flow/run.sh

```bash
#!/bin/bash
# OpenROAD 26Q1-2900-gdf79404cd8, Yosys 0.63+post, stock flow scripts
make -C /OpenROAD-flow-scripts/flow DESIGN_CONFIG=/design/flow/config.mk WORK_HOME=/design/flow/orfs finish
```

==> flow_metrics.env <==
# source this file to load flow results
export IMPL_yosysWarnings=1
export IMPL_row_count=61
export IMPL_die_area_sq_um=29100
export IMPL_clock_buffers=0
export IMPL_cts_resized=0
export IMPL_final_hold_violation_count=0
export IMPL_core_sq_um=27900
export IMPL_routedWlPerCell_um=32.7
export IMPL_grtUsageTotal=0.329
export IMPL_rsz0062_at_grt="false"
export IMPL_antenna_found_initial=0
export IMPL_status="completed"
export IMPL_relSlewSlack=0.227
export IMPL_swShare=0.573
export IMPL_grt_max_degree=77
export IMPL_finalSetupViolCount=0
export IMPL_ys_top_cells_by_area="mux4_2 (34%), mux2i_1 (15%), mux2_2 (7.7%)"
export IMPL_ys_types=62
export IMPL_synthTopCellsByCount="mux4_2 (127), mux2i_1 (124), nor2_1 (122)"
export IMPL_wirelength_um=46600
export IMPL_path_buffers=4
export IMPL_gp_congestion=1.16
export IMPL_dp_cells=1424
export IMPL_fmax_mhz=143
export IMPL_crit_type="in -> out"
export IMPL_first_global_vias=9597
export IMPL_hold_path_class="in -> out"
export IMPL_die_x_um=171
export IMPL_place_area_sq_um=10100
export IMPL_seq_cell_count=0
export IMPL_post_place_ws_ns=1.55
export IMPL_setup_worst_path_start="distance[4]"
export IMPL_leakage_nw=3.43
export IMPL_firstDrtPassIters=6
export IMPL_drc=0
export IMPL_cts_setup_buffers=0
export IMPL_period_used=0.831
export IMPL_overflow=0
export IMPL_regArea_sq_um=0
export IMPL_io_buffers=135
export IMPL_power_internal_mw=0.344
export IMPL_grt_pass1_wl_um=67300
export IMPL_ant_nets=0
export IMPL_max_cap_violations=0
export IMPL_cp_required_ns=6.72
export IMPL_instances_no_fill=1425
export IMPL_drive_above_1_share=0.230
export IMPL_power_density_nw_per_um2=79.6
export IMPL_vias=10000
export IMPL_cts_hold_buf=0
export IMPL_yosys_area_sq_um=8530
export IMPL_crit_path_end_kind="primary output"
export IMPL_die_h_um=171
export IMPL_finalWorstSetupSlack_ns=1.42
export IMPL_critPathMaxFanout=25
export IMPL_syn_area_sq_um=8530
export IMPL_cpMostUsedCell="clkdlybuf4s50_1"
export IMPL_final_cell_area_sq_um=10100
export IMPL_yosysSeqAreaShare=0
export IMPL_syn_to_final_growth_pct=18.7
export IMPL_crit_slowest_cell="clkdlybuf4s50_1"
export IMPL_vias_per_cell=7.04
export IMPL_slew_violations=0
export IMPL_cp_arrival_ns=5.30
export IMPL_io_pins=135
export IMPL_synth_top_cell_by_count="mux4_2"
export IMPL_path_cells="clkdlybuf4s50_1 > inv_1 > or3_1 > buf_4 > nor2_1 > a21oi_1 > o2111ai_1 > clkdlybuf4s50_1"
export IMPL_yosys_area_top_type_share=0.335
export IMPL_worst_setup_path_start_kind="primary input"
export IMPL_setup_tns_final_ns=0
export IMPL_worstMarginPinSlew_ns=1.13
export IMPL_fin_crit_ns=6.98
export IMPL_irDropWorstVdd_mv=0.0632
export IMPL_fp_util=0.306
export IMPL_slowest_delay_ns=0.88
export IMPL_avgSynthCellArea_sq_um=8.73
export IMPL_syn_inst=977
export IMPL_tool_warnings=32
export IMPL_yosysCellCount=977
export IMPL_cp_depth=8
export IMPL_yosysTopAreaCell="mux4_2"
export IMPL_drt_iter0_markers=1351
export IMPL_cpLargestDelayFamily="buffers and inverters"
export IMPL_hpwl_um=36300
export IMPL_p_switching_mw=0.462
export IMPL_whs_path_depth=5
export IMPL_whs_ns=4.41
export IMPL_holdCritStartpoint="distance[3]"
[layout by cell type (no fill, tap or decap), types with 21 or more instances in the layout]
cell               n
a21oi_1           41
o211ai_1          28
mux2i_1          124
o22ai_1           67
clkdlybuf4s50_1  131
nand2_1           51
mux4_2           127
mux2_2            58
o221ai_1          21
buf_4             41
nor2_1           122
o21ai_0           46
[per-layer routing]
metal | wire, um | track usage | up-vias
met2 | 18800 | 0.453 | 806
met5 | 0 | 0 | -
met1 | 17700 | 0.437 | 4879
li1 | - | - | 4183
met3 | 7300 | 0.161 | 161
met4 | 2830 | 0.151 | 0
[path summary, 6_finish.rpt]
| kind | slack, ns | endpoint |
|---|---|---|
| setup / recovery | 1.42 | result[55] |
| hold / removal | 4.41 | result[59] |
[cells by family (layout without fill, tap and decap cells)]
group | after synthesis | after routing | share of synthesized area
muxes | 309 | 309 | 0.557
buffers and inverters | 112 | 181 | 0.0663
other | 0 | 1 | 0
and+or+nand+nor | 257 | 257 | 0.137
AOI/OAI and AO/OA | 299 | 299 | 0.240
[layout make-up]
type	count	area (sq um)
tap	378	473
antenna	1	2.50
timing repair buffer	176	1660
multi-input combinational	865	7970
fill	2845	17700
inverter	5	20.0
[power groups by stage]
stage                 logic (mW)  registers, mW  clock network, mW
after CTS                  0.779              0                  0
after global routing       0.838              0                  0
[through the flow]
| stage | utilization | total power [mW] |
|---|---|---|
| finish | 0.364 | 0.806 |
| detailed placement | 0.363 | 0.776 |
| CTS | 0.363 | 0.779 |
| global route | 0.363 | 0.838 |
| floorplan | - | 0.430 |
| global placement | 0.363 | 0.783 |
No activity file was given, so power comes from the tool's default toggle rates.
